**flow/config.mk**
```make
export PLATFORM = sky130hd
export DESIGN_NAME = data_memory
export DESIGN_NICKNAME = data_memory
export VERILOG_FILES = /design/flow/design.v
export SDC_FILE = /design/flow/constraint.sdc
export NUM_CORES = 4
export LEC_CHECK = 1
export CORE_UTILIZATION = 30
```
**flow/constraint.sdc**
```tcl
current_design data_memory

set clk_period 62.6
set clk_io_pct 0.2

create_clock -name clk0 -period $clk_period [get_ports {clk}]

set non_clock_inputs [all_inputs -no_clocks]
set_input_delay [expr $clk_period * $clk_io_pct] -clock clk0 $non_clock_inputs
set_output_delay [expr $clk_period * $clk_io_pct] -clock clk0 [all_outputs]
```
**flow/design.v**
```verilog
module data_memory(input logic clk, we,
						 input logic [31:0] a, wd,
						 output logic [31:0] rd);
  logic [31:0] RAM [127:0];
  assign rd = RAM[a[31:2]];  
  always_ff @(negedge clk)
    if (we) RAM[a[31:2]] <= wd;
endmodule 
```
**flow/run.sh**
```bash
#!/bin/bash
# OpenROAD 26Q1-2900-gdf79404cd8, Yosys 0.63+post, stock flow scripts
make -C /OpenROAD-flow-scripts/flow DESIGN_CONFIG=/design/flow/config.mk WORK_HOME=/design/flow/orfs finish
```
==> impl_metrics.yaml <==
# flow metrics
setup_path:
  worstSetupEndpointType: "output pin"
  cpPeakStageDelay_ns: 0.76
  critPathKind: "reg2out"
  worstPathRequired_ns: 50.08
  critPathTopFamily: "AND-OR/OR-AND gates"
  arrival_ns: 35.82
  critPathMaxFanout: 1
  crit_path_start_kind: "register"
  crit_buf_inv: 2
  path_cells: "mux2_2 > a221o_1 > a222oi_1 > nor2_1 > a221oi_1 > a221oi_2 > buf_4 > a31o_1 > clkdlybuf4s50_1"
  crit_slowest_cell: "a222oi_1"
clock_network:
  cts_max_level: 5
  holdBufCountCts: 0
  path_clk_slew_ns: 0.03
  clock_sinks: 4096
  root_buffer: "clkbuf_16"
  cts_setup_buffers: 0
  numCtsBuffers: 436
  cts-resized-gates: 0
  cts_max_path_buffers: 4
  cts_tree: "done"
routing:
  drt_iter0_drc: 8950
  dr_total_vias: 106442
  ant_nets: 0
  dr.pass1.iters: 7
  wl_um: 540800
  drcViolationCount: 0
  wl_per_cell_um: 26.04
  viasPerCell: 5.126
finish:
  final_util: 0.3793
  drive_above_1_share: 0.1199
  design_area_um2: 197700
  largest_reg_flops: 4096
  area_growth_pct: 25.90
sta:
  relSlewSlack: 0.09059
  setup_violations: 0
  drv_slew: 0
  hold_viol: 0
  finalSetupTns_ns: 0
  worst_slack_ns: 14.26
  worst_pin_slew_ns: 1.359
  rsz0062_at_grt: "no"
place:
  placed_cell_area_um2: 168100
  dp_hpwl_um: 297400
  gp_congestion: 0.9320
  dpl_worst_slack_ns: 14.93
  io_buffers: 72
min_path:
  hold_path.class: "in2out"
power:
  peakVddDrop_mv: 0.02641
  p_leak_nw: 78.74
  power.total_mw: 6.963
  powerDensity_nw_per_um2: 35.21
yosys:
  netlist_area_um2: 157100
  common_cells: "4,096 x edfxtp_1, 467 x a21oi_1, 433 x nand2_1"
  yosys_most_used_dff: "edfxtp_1"
  largest_area_cell: "edfxtp_1"
  yosysTopAreaCellShare: 0.7832
  syn_area_per_cell_um2: 17.32
  syn_inst: 9069
  edf_count: 4096
  synthTopCellsByArea: "edfxtp_1 78%, mux2i_1 2.4%, a221oi_1 2.3%, a22oi_1 1.7%, a222oi_1 1.5%"
  ys_ff: 4096
  yosys_warnings: 1
  yosys_area_um2: 157100
  yosysMostFrequentCell: "edfxtp_1"
  synth-async-reset-ratio: 0
  yosysUniqueCellTypes: 79
  ys_seq_frac: 0.7832
  ys_cells: 9069
floorplanning:
  core_area_um2: 521200
  pin_count: 98
  initCoreUtil: 0.3013
  die_w_um: 725.5
  chip_area_um2: 526400
  die_h_um: 725.5
  placementRows: 265
global_route:
  grtUsageTotal: 0.2152
  grt_max_degree: 97
  use_met2: 0.2959
  grt_overflow: 0
  antenna_found_initial: 38
  grt_most_used_layer: "met2"
  grt_pass1_vias: 115976
  grt.met1_usage: 0.1983
  grt_pass1_wl_um: 755000
  use_met3: 0.2104
job:
  warnings: 1052
  cap_violations: 0
run_status:
  outcome: "complete, no violations"
-- through the flow --
step / hold slack, ns / std cells
floorplan: 25.32 / 9069
CTS: 26.24 / 20753
global placement: 26.27 / 15872
finish: 26.23 / 20765
global route: 26.22 / 20754
detailed placement: 26.25 / 15872
-- kinds of logic (layout without fill, tap and decap cells) --
family | count (synthesis) | in the layout | share of synthesized area
AOI/OAI and AO/OA | 2605 | 2605 | 0.1216
DFF | 4096 | 4096 | 0.7832
other | 0 | 12 | 0
buffers and inverters | 727 | 5469 | 0.02251
and+or+nand+nor | 1017 | 1017 | 0.02831
muxes | 624 | 624 | 0.04441
-- layout by cell type (no fill, tap or decap), types with 240 or more instances in the layout --
master | synthesis | final
a21oi_1 | 467 | 467
a221oi_1 | 419 | 417
a222oi_1 | 240 | 240
a22oi_1 | 355 | 355
buf_4 | 47 | 509
clkbuf_16 | 0 | 441
edfxtp_1 | 4096 | 4096
inv_1 | 19 | 4234
mux2i_1 | 374 | 374
nand2_1 | 433 | 419
o21ai_0 | 354 | 354
-- worst paths after layout --
| path | start | end | cells after the start |
|---|---|---|---|
| setup / recovery | RAM[92][16]$_DFFE_NP_ | rd[16] | 9 |
| hold / removal | a[7] | rd[6] | 3 |
-- worst min-delay path, stage by stage --
cell and delay (ns):
buf_2 0.33, a31o_1 0.40, clkdlybuf4s50_1 0.44
-- final cells by class --
cell class,instances,area [µm²]
diodes,12,30.03
well taps,6942,8686
flip-flops and latches,4096,123000
multi-input cells,4246,31730
inverters,20,95.09
clock inverters,4441,18580
clock buffers,441,11040
repair buffers,567,4578
fillers,46998,323500
-- power by group --
part	internal [mW]	switching [mW]	leakage, nW
Clock	1.84	1.70	28.9
Combinational	0.0938	0.269	13.0
Sequential	3.05	0.00220	36.8
Total	4.99	1.97	78.7
-- metal layers --
layer / share of wire / wire, µm
met5: 0.0035 / 1897
met4: 0.055 / 29870
met3: 0.20 / 106100
met2: 0.44 / 239900
met1: 0.30 / 163000
No activity file was given, so power comes from the tool's default toggle rates.
