### design/flow/config.mk
export PLATFORM = sky130hd
export DESIGN_NAME = instruction_memory
export DESIGN_NICKNAME = instruction_memory
export VERILOG_FILES = /design/flow/design.v
export SDC_FILE = /design/flow/constraint.sdc
export NUM_CORES = 4
export LEC_CHECK = 1
export CORE_AREA = 10 10 86 86
export DIE_AREA = 0 0 96 96
### design/flow/constraint.sdc
current_design instruction_memory

set clk_period 4.9
set clk_io_pct 0.2

create_clock -name clk0 -period $clk_period

set non_clock_inputs [all_inputs -no_clocks]
set_input_delay [expr $clk_period * $clk_io_pct] -clock clk0 $non_clock_inputs
set_output_delay [expr $clk_period * $clk_io_pct] -clock clk0 [all_outputs]
### design/flow/design.v
module instruction_memory(input logic [31:0] a,
								  output logic [31:0] rd);								  
  logic [31:0] memory [100:0];
  assign memory[0] = 32'hE3A00078;
assign memory[1] = 32'hE3A01E4B;
assign memory[2] = 32'hE3A03000;
assign memory[3] = 32'hE3A04D05;
assign memory[4] = 32'hE3A05000;
assign memory[5] = 32'hE30061C2;
assign memory[6] = 32'hE3A07079;
assign memory[7] = 32'hE5804000;
assign memory[8] = 32'hE5876000;
assign memory[9] = 32'hEA000013;
assign memory[10] = 32'hE2844001;
assign memory[11] = 32'hE5804000;
assign memory[12] = 32'hE3A03000;
assign memory[13] = 32'hE3A05000;
assign memory[14] = 32'hEA00001A;
assign memory[15] = 32'hE2444001;
assign memory[16] = 32'hE5804000;
assign memory[17] = 32'hE3A03000;
assign memory[18] = 32'hE3A05000;
assign memory[19] = 32'hEA000015;
assign memory[20] = 32'hE2866001;
assign memory[21] = 32'hE5876000;
assign memory[22] = 32'hE3A03000;
assign memory[23] = 32'hE3A05000;
assign memory[24] = 32'hEA000010;
assign memory[25] = 32'hE2466001;
assign memory[26] = 32'hE5876000;
assign memory[27] = 32'hE3A03000;
assign memory[28] = 32'hE3A05000;
assign memory[29] = 32'hEA00000B;
assign memory[30] = 32'hE5902000;
assign memory[31] = 32'hE352006B;
assign memory[32] = 32'h0AFFFFED;
assign memory[33] = 32'hE3520074;
assign memory[34] = 32'h0AFFFFE6;
assign memory[35] = 32'hE3520075;
assign memory[36] = 32'h0AFFFFF3;
assign memory[37] = 32'hE3520072;
assign memory[38] = 32'h0AFFFFEC;
assign memory[39] = 32'hE3A03000;
assign memory[40] = 32'hE3A05000;
assign memory[41] = 32'hEAFFFFFF;
assign memory[42] = 32'hE1530001;
assign memory[43] = 32'h0A000001;
assign memory[44] = 32'hE2833001;
assign memory[45] = 32'hEAFFFFFB;
assign memory[46] = 32'hE355004B;
assign memory[47] = 32'h0AFFFFED;
assign memory[48] = 32'hE2855001;
assign memory[49] = 32'hE3A03000;
assign memory[50] = 32'hEAFFFFF6;
  assign rd = memory[a[31:2]];  
endmodule 
### design/flow/run.sh
#!/bin/bash
# OpenROAD 26Q1-2900-gdf79404cd8, Yosys 0.63+post, stock flow scripts
make -C /OpenROAD-flow-scripts/flow DESIGN_CONFIG=/design/flow/config.mk WORK_HOME=/design/flow/orfs finish
==> summary.txt <==
yosys + openroad results -> status finished clean, maximum clock frequency 0.2177 GHz, FP Util 32.50%, worst-margin pin slew 0.5313 ns, Tcrit/Tclk final 93.74%, antenna viol nets, final 0, Hold/Removal Path Class primary input to primary output, Die Span X 96 um, Slew headroom 64.42%, highest net fanout along the worst path 10, Die Y 96 um, PnR Total Power 0.2101 mW, final instance area 2230 um^2, Port Buffers 38, registers 0, ant diodes 0, Max Cap Viol 0, mapped cell area 1800 um^2, yosys stat cell total 300, GRT overflow 0, internal power 0.09592 mW, Sw Pwr 0.1142 mW, Hold Vio Cnt, Final 0, Clk pwr share 0%, drt total wl 7972 um, Worst VDD drop 0.00003317 V, Worst EP arrival 3.61 ns, DR vias 2526, DIE AREA 9216 um^2, DR iter-0 viols 377, worst hold slack 3.277 ns, initial antenna violation count 0, DP Worst Slack 0.3642 ns, fillers 593, dpl hpwl 6080 um, Comb power frac 100.0%, Reg area 0 um^2, setup ws final 0.3070 ns, vias in the first global route 2311, Setup-failing EPs final 0, Synth warnings 1602, Vias/cell 6.347, ratio of cells with drive above 1 in the final layout 11.35%, placed insts 398, comb. cell area 1538 um^2, tool warnings 57, largest net degree at the start of global routing 38, Netlist cell types 65, clock buffers 0, synth-to-layout area growth 23.84%, RSZ-0062 raised after global routing false, first-pass GRT wire length 12810 um, kind of end point of the critical path primary output, DRC violations left 0, pins over their slew limit 0, routed len/inst 20.03 um, syn_area_per_cell 6.002 um^2, Worst setup SP type primary input, hold_buf cts 0, PwrDens 94.24 nW/um^2, cells after synthesis 300, Post-DP Area 2230 um^2, Core ar. 5540 um^2, minimum clock period 4.593 ns, Worst Setup SP a[2], Post-CTS Resized 0, Crit Path Class primary input to primary output, row count 27, Sequential Power Share 0%, Finished Layout Cells 398, Setup TNS 0 ns, Worst EP required 3.92 ns, sequential cell area fraction in the yosys report 0%, post-CTS setup buffer count 0, crit path to rd[6], sw frac 54.35%, IO Pins 64, Chip Area, Yosys 1800 um^2, Post-Route Utilization 40.24%, GPL Wtd Cong 1.012, GRT Resource Usage Total 17.37%, leakage 0.8001 nW, Pre-antenna DRT Iters 5
-- cells in the mapped netlist, drive strengths merged (3+ instances only) --
master | n | share of area, %
nand2 | 47 | 9.8
a21oi | 31 | 8.8
buf | 31 | 13
o21ai | 30 | 8.3
nor2 | 22 | 4.7
nor3 | 15 | 4.4
nand2b | 11 | 4.0
nand3 | 11 | 3.1
nand4 | 7 | 2.4
o22ai | 7 | 2.4
nor2b | 6 | 2.1
or2 | 6 | 2.1
xor2 | 5 | 3.3
and2 | 4 | 1.4
nand3b | 4 | 1.7
a211oi | 3 | 1.5
a31oi | 3 | 1.0
a32oi | 3 | 1.5
and3 | 3 | 1.0
clkbuf | 3 | 0.63
inv | 3 | 0.63
o211ai | 3 | 1.3
o22a | 3 | 1.5
o31ai | 3 | 2.0
or3 | 3 | 1.0
-- how the worst min path moves through the flow --
stage / startpoint / to / slack, ns / cells past startpoint
CTS: a[5] / rd[22] / 3.27 / 5
global route: a[5] / rd[22] / 3.31 / 5
finish: a[5] / rd[22] / 3.28 / 5
-- routing by layer --
layer	GRT usage, %	vias up	part of all wire, %
met1	23.52	1163	40
li1	-	1156	-
met5	0	-	0
met3	4.167	29	11
met2	27.24	178	46
met4	4.054	0	2.8
-- placed cells by master (no fill, tap or decap), types with 4 or more instances in the layout --
master            n
nand4_1           7
nand2b_1         10
o22ai_1           7
o21ai_1           6
nor3_1           14
nor2_1           21
buf_4            19
nor2b_1           6
nand3b_1          4
nand2_1          47
clkdlybuf4s50_1  38
nand3_1          11
o21ai_0          24
a21oi_1          30
and2_1            4
-- critical path, stage by stage --
cell             delay (ns)
clkdlybuf4s50_1        0.58
buf_4                  0.26
nand2_1                0.27
a2111oi_2              0.13
a211oi_2               0.40
and2_1                 0.20
nand4b_2               0.18
nand4_1                0.14
clkdlybuf4s50_1        0.47
-- power groups by stage --
| stage | Combinational (mW) | Clock [mW] | Sequential, mW |
|---|---|---|---|
| final | 0.210 | 0 | 0 |
| after global routing | 0.228 | 0 | 0 |
| after CTS | 0.207 | 0 | 0 |
-- cell families after synthesis --
group | after synthesis | share of synthesized area [%]
compound gates | 102 | 36.55
other cells | 1 | 0.2083
xor+xnor | 7 | 4.657
simple gates | 151 | 43.99
buf+inv | 39 | 14.59
-- cell type report --
class / instances / area share (%)
multi-input combinational: 261 / 68.97
timing repair buffer: 60 / 26.15
tap: 72 / 4.040
inverter: 5 / 0.8418
Power figures rest on the tool's default switching activity, not on a simulated workload.
