<file path="/design/flow/config.mk">
export PLATFORM = sky130hd
export DESIGN_NAME = floating_adder_fsm
export DESIGN_NICKNAME = floating_adder_fsm
export VERILOG_FILES = /design/flow/design.v
export SDC_FILE = /design/flow/constraint.sdc
export NUM_CORES = 4
export LEC_CHECK = 1
export CORE_UTILIZATION = 40
</file>
<file path="/design/flow/constraint.sdc">
current_design floating_adder_fsm

set clk_period 6.5
set clk_io_pct 0.2

create_clock -name clk0 -period $clk_period [get_ports {clk}]

set non_clock_inputs [all_inputs -no_clocks]
set_input_delay [expr $clk_period * $clk_io_pct] -clock clk0 $non_clock_inputs
set_output_delay [expr $clk_period * $clk_io_pct] -clock clk0 [all_outputs]
</file>
<file path="/design/flow/design.v">
module adder
 #(parameter N = 16)
 (input logic [N - 1 : 0] a, b, input carry_in, output logic [N - 1 : 0] s, output carry_out);	
   logic [N - 1:0] carry_arr;
   genvar i;
   generate for(i = 0; i < N; i = i + 1)
     begin: generate_N_bit_Adder
		if(i == 0) 
			full_adder f(a[0], b[0], carry_in, s[0], carry_arr[0]);
		else
			full_adder f(a[i], b[i], carry_arr[i - 1], s[i], carry_arr[i]);
     end
	  assign carry_out = carry_arr[N - 1];
   endgenerate
endmodule  
module full_adder(input x, y, c_in, output s, c_out);
	assign s = (x ^ y) ^ c_in;
	assign c_out = (y & c_in) | (x & y) | (x & c_in);
endmodule 
module lsr
	#(parameter N = 4)
	(input logic [N - 1 : 0] a, b, output logic [N - 1 : 0] z);
	assign z = a >> b;
endmodule
module mux_2_x_1
	#(parameter N = 4)
	(input [N - 1 : 0] a, b, input logic s, output [N - 1 : 0] z);
	assign z = s ? b : a;
endmodule
module decoFSM(input logic [1:0] state, output logic [3:0] z);
	always_comb
		case(state)		
			2'b00: 
				z = 4'b1000;
			2'b01:
				z = 4'b0100;
			2'b10:
				z = 4'b0010;
			2'b11:
				z = 4'b0001;
		default:
				z = 4'b0000;
		endcase
endmodule 
module exp_comp_module(input logic [32:0] a, b, output logic [8:0] result);
	logic c_o;
	adder #(9) adder(a[31:23], ~b[31:23], 1, result, c_o);
endmodule
module floating_adder_fsm(input logic [32:0] a, b, input logic [1:0] conditions, input logic clk, reset, output logic [32:0] z, output logic [1:0] state);
	logic [1:0] state_fsm;
	logic [3:0] controller;
	logic [8:0] exp_out;
	logic [23:0] shift;
	logic [24:0] add;	
	logic [32:0] sum;	
	fsm fsm1(conditions, clk, reset, state_fsm);
	decoFSM deco(state_fsm, controller);
	floating_point_adder adder(a, b, controller, ~clk, exp_out, shift, add, sum);
	mux_4_x_1 #(33) mux1(exp_out, shift, add, sum, state_fsm, z);
	assign state = state_fsm;
endmodule
module floating_point_adder(input logic[32:0] a, b, input logic [3:0] controller, input clk,
									output logic[8:0] exp_out, output logic[23:0] shift_out,
									output logic [24:0] add_out, output logic [32:0] final_out);
	logic [65:0] reg1_in, reg1_out;
	logic [74:0] reg2_in, reg2_out;
	logic [47:0] reg3_in, reg3_out;
	logic [34:0] reg4_in, reg4_out;
	logic [8:0] comp_result, final_exp;
	logic [32:0] a_checked, b_checked;
	logic [23:0] a_final_m, b_final_m;
	logic [24:0] final_mantissa; 
	logic final_sign_bit;
	assign reg1_in[65:33] = a;
	assign reg1_in[32:0] = b;
	register #(66) reg1(clk, controller[3], reg1_in, reg1_out);
	exp_comp_module comp1(reg1_out[65:33], reg1_out[32:0], comp_result);	
	assign reg2_in[74:66] = comp_result;
	assign reg2_in[65:33] = a;
	assign reg2_in[32:0] = b;	
	register #(75) reg2(clk, controller[2], reg2_in, reg2_out);
	mantissa_shift_module shifter1(reg2_out[65:33], reg2_out[32:0], reg2_out[74:66], a_final_m, b_final_m, final_exp, final_sign_bit);
	assign reg3_in[47:24] = a_final_m;
	assign reg3_in[23:0] = b_final_m;
	register #(48) reg3(clk, controller[1], reg3_in, reg3_out);
	mantissa_add_module adder1(reg3_out[47:24], reg3_out[23:0], final_mantissa);
	assign reg4_in[34] = final_sign_bit;
	assign reg4_in[33:25] = final_exp;
	assign reg4_in[24:0] = final_mantissa;
	register #(35) reg4(clk, controller[0], reg4_in, reg4_out);
	mantissa_norm_module nomarlizer1(reg4_out[24:0], reg4_out[33:25], reg4_out[34], final_out);
	assign exp_out = comp_result;
	assign shift_out = b_final_m;
	assign add_out = final_mantissa;
endmodule 
module fsm(input logic[1:0] conditions, input logic clk, reset, output logic[1:0] out);
	logic [1:0] state, next_state;
	always_ff @(posedge clk, posedge reset) 
	begin
		if (reset) state <= 2'b00;
		else state <= next_state;	
	end
	always_comb begin
		case (state)
		2'b00: begin
			if (conditions == 2'b00) next_state = 2'b00;
			else next_state = 2'b01;
		end		
		2'b01: begin
			if (conditions == 2'b00) next_state = 2'b01;
			else next_state = 2'b10;
		end		
		2'b10: begin
			if (conditions == 2'b00) next_state = 2'b10;
			else next_state = 2'b11;
		end		
		2'b11: begin
			if (conditions == 2'b00) next_state = 2'b11;
			else next_state = 2'b00;
		end		
		default: begin
			if (conditions == 2'b00) next_state = 2'b00;
			else next_state = 2'b01;
		end		
		endcase
	end
	assign out = state;
endmodule 
module mantissa_add_module(input logic [23:0] a, b, output logic [24:0] mantissa);
	logic [24:0] x, y;
	logic c_o;
	assign x[24] = 0;
	assign y[24] = 0;
	assign x[23:0] = a;
	assign y[23:0] = b;
	adder #(25) adder(x, y, 0, mantissa, c_o);
endmodule 
module mantissa_norm_module(input logic [24:0] mantissa, input logic [8:0] fexp, input logic sign_bit, output logic [32:0] result);
	logic [8:0] m1, add;
	logic [24:0] m2, shift;
	logic selecc, c_o;
	assign selecc = mantissa[24] & ~mantissa[23];	
	adder #(9) adder(fexp, 0, 1, add, c_o);
	mux_2_x_1 #(9) mux1(fexp, add, selecc, m1);
	assign shift = mantissa >> 'b000000001;
	mux_2_x_1 #(25) mux2(mantissa, shift, selecc, m2);
	assign result[32] = sign_bit;
	assign result[31:23] = m1;
	assign result[22:0] = m2[22:0];
endmodule 
module mantissa_shift_module(input logic [32:0] a, b, input logic [8:0] shift, output logic [23:0] x, y, output logic [8:0] max_exp, output logic sign_bit);
	logic [23:0] a_25, b_25, m1, mantissa_shift; 
	logic [32:0] higher_number;
	logic [8:0] complement, exp_shift;
	logic c_o;
	assign a_25[23] = 1;
	assign b_25[23] = 1;
	assign a_25[22:0] = a[22:0];
	assign b_25[22:0] = b[22:0];
	adder #(9) adder (~shift, 0, 1, complement, c_o);	
	mux_2_x_1 #(9) mux0 (shift, complement, shift[8], exp_shift);		
	mux_2_x_1 #(24) mux1 (b_25, a_25, shift[8], m1);
	mux_2_x_1 #(33) mux2 (a, b, shift[8], higher_number);
	lsr lrshifter(m1, exp_shift, mantissa_shift);
	assign max_exp = higher_number[31:23];
	assign x[23] = 1;
	assign x[22:0] = higher_number[22:0];
	assign y = mantissa_shift;
	assign sign_bit = higher_number[32];
endmodule 									
module mux_4_x_1
	#(parameter N = 33)
	(input [N - 1 : 0] a, b, c, d, input logic [1:0] selec, output logic [N - 1 : 0] z);
	logic [N - 1 : 0] m0, m1;
	mux_2_x_1 #(N) mux0(a, b, selec[0], m0);
	mux_2_x_1 #(N) mux1(c, d, selec[0], m1);
	mux_2_x_1 #(N) mux2(m0, m1, selec[1], z);
endmodule 
module register	
	#(parameter N = 4)
	(input logic clk, en, input logic [N-1:0] d, output logic [N-1:0] q);
	always_ff @(posedge clk)
		if (en) q <= d;
		else q <= q;
endmodule
</file>
<file path="/design/flow/run.sh">
#!/bin/bash
# OpenROAD 26Q1-2900-gdf79404cd8, Yosys 0.63+post, stock flow scripts
make -C /OpenROAD-flow-scripts/flow DESIGN_CONFIG=/design/flow/config.mk WORK_HOME=/design/flow/orfs finish
</file>
==> results.toml <==
# flow metrics
[status]
outcome = "complete, but fails checks"
violations = "negative setup slack"

[synth]
ys_async_sr_fraction = 0.0131
synthFlopType = "edfxtp_1"
top_area_frac = 0.674
postSynthAreaPerCell_sq_um = 15.9
area_leaders = "edfxtp_1 (67%), mux2_2 (6.2%), ha_1 (5.8%)"
synthesis.area_sq_um = 6720
yosysSeqAreaShare = 0.682
synth-edff-count = 151
ys_types = 35
ys.flops = 153
largest_area_cell = "edfxtp_1"
synth_warnings = 18
ys_cells = 423
postSynthCellCount = 423
yosys-stat-area_sq_um = 6720

[critical_path]
critPathKind = "flip-flop to output pin"
endpoint_kind = "output pin"
start_kind = "flip-flop"
max_stage_delay_ns = 0.37
cpLargestDelayFamily = "adder cells"
cp_num_buf_inv = 1
cpMaxStageDelayCell = "edfxtp_1"
required_ns = 5.20
worstPathArrival_ns = 8.67
critPathMaxFanout = 2
crit_top_cell = "ha_4"

[die]
chip_area_sq_um = 17300
rows = 47
die-height_um = 132
die_x_um = 132
ios = 105
coreArea_sq_um = 16500
fp_util = 0.407

[timing]
rsz0062_at_grt = "yes"
tightest_slew_ns = 0.593
setup_viol = 29
relSlewSlack = 0.604
tns_ns = -51.32
drv_slew = 0
finClkSkew_ns = 0.0356
hold_viol_final = 0
worst_slack_ns = -3.47

[global_route]
antenna_found_initial = 0
grt_pass1_vias = 5007
grt_overflow = 0
grt_usage = 0.184
grt_max_degree = 45
grt_pass1_wl_um = 22900

[power]
internal_power_uw = 3200
p_leak_uw = 0.00426
p_per_area_nw_per_um2 = 493
swShare = 0.335
power_frac_seq = 0.375
p_switching_uw = 1610
pwr-share-comb = 0.339
pwr-share-clk = 0.286
peakVddDrop_v = 0.000263
power.total_uw = 4810

[clock_tree]
cts_inserted_buffers = 17
clock-root-buffer = "clkbuf_16"
clock.latency.late_pin_ns = 0.45
clockBufferDepth = 2
tritoncts = "done"
path_clk_slew_ns = 0.04
cts.sinks = 153
htree_levels = 4

[route]
num_antenna_cells = 0
routed-via-count = 4437
drt_iter0_markers = 208
wire_per_inst_um = 14.6
via_per_inst = 4.70
firstDrtPassIters = 5
drcViolationCount = 0
ant_nets = 0
wirelength_um = 13800

[placed_design]
hpwl_um = 8950
numPortBuffers = 104
postPlaceCellArea_sq_um = 8440
gp_congestion = 0.839

[job]
drv_cap = 0
warnings = 180

[cells_and_area]
drive_above_1_share = 0.278
final_area_sq_um = 9760
syn_to_final_growth_pct = 45.2

[min_path]
hold_class = "flip-flop to flip-flop"
-- worst paths after layout --
kind / from / to / slack, ns / cells past startpoint
worst max-delay path: adder.reg3.q[0] / z[22] / -3.47 / 25
worst min-delay path: adder.reg2.q[16] / adder.reg3.q[40] / 0.53 / 1
worst max register to register: fsm1.state[1] / adder.reg4.q[28] / 1.27 / 4
worst min register to register: adder.reg2.q[16] / adder.reg3.q[40] / 0.53 / 1
max in group asynchronous: reset / fsm1.state[0] / 5.37 / 2
min in group asynchronous: reset / fsm1.state[1] / 1.03 / 2
-- registers in the layout, summed over array words and instances, names as in the netlist --
| signal | cells |
|---|---|
| adder.reg1.q | 18 |
| adder.reg2.q | 71 |
| adder.reg3.q | 27 |
| adder.reg4.q | 35 |
| fsm1.state | 2 |
-- per-layer routing --
layer  up-vias  global-route usage  routed length, um
li1       2161                   -                  -
met1      2100               0.272               6080
met2       156               0.249               6490
met3        20              0.0969               1040
met4         0              0.0627                183
met5         -                   0                  0
-- power groups by stage --
stage                 clock [uW]  combinational (uW)  sequential (uW)
after global routing        1550                1810             1840
final                       1380                1630             1800
after CTS                   1440                1620             1800
-- worst register-to-register path, cell delays in order, from the launching register on --
cell	delay, ns
dfrtp_1	0.57
buf_4	0.39
nand2_1	0.14
inv_1	0.08
buf_4	0.44
-- synth_stat cells (all sizes together) (7+ instances only) --
library cell / n
a21oi: 9
inv: 22
clkbuf: 7
nand3: 14
nor2: 8
edfxtp: 151
mux2: 37
buf: 15
o211a: 14
ha: 31
nand2: 48
mux2i: 13
fa: 10
-- cells in the final DEF, fill, tap and decap left out, types with 2 or more instances in the layout --
| cell | netlist | layout |
|---|---|---|
| clkdlybuf4s50_1 | 0 | 72 |
| clkbuf_16 | 0 | 18 |
| nand2b_1 | 3 | 3 |
| o22ai_2 | 0 | 2 |
| xnor2_1 | 5 | 4 |
| edfxtp_1 | 151 | 151 |
| dfrtp_1 | 2 | 2 |
| ha_1 | 31 | 2 |
| o22ai_1 | 6 | 4 |
| mux2_2 | 37 | 36 |
| nor2b_4 | 0 | 2 |
| mux4_2 | 3 | 3 |
| fa_2 | 0 | 10 |
| nand2_2 | 0 | 5 |
| buf_12 | 0 | 2 |
| inv_1 | 22 | 170 |
| a21oi_1 | 9 | 2 |
| a21oi_2 | 0 | 7 |
| ha_4 | 0 | 28 |
| inv_2 | 0 | 5 |
| nand3_1 | 14 | 14 |
| o21ai_0 | 4 | 3 |
| nor2_1 | 8 | 8 |
| nor2b_1 | 4 | 2 |
| clkinv_4 | 0 | 5 |
| nand2_1 | 48 | 42 |
| nand3b_1 | 2 | 2 |
| buf_2 | 12 | 30 |
| buf_4 | 2 | 35 |
| mux2i_1 | 13 | 13 |
| o211a_1 | 14 | 14 |
| bufinv_16 | 0 | 3 |
-- layout make-up --
type	instances	area [sq um]
clock buffers	18	450
repair buffers	141	1190
well taps	220	275
clock inverters	165	737
flip-flops and latches	153	4580
fillers	1240	6760
multi-input cells	226	2440
inverters	21	78.8
-- kinds of logic (layout without fill, tap and decap cells) --
family / Yosys count / after routing / synth area share
compound gates: 42 / 42 / 0.0476
xor+xnor: 7 / 7 / 0.00912
fa+ha+maj: 41 / 41 / 0.0875
buf+inv: 44 / 345 / 0.0279
flops: 153 / 153 / 0.682
mux: 53 / 53 / 0.0914
simple gates: 83 / 83 / 0.0547
-- through the flow --
| stage | hold slack [ns] | cells | utilization | setup WS [ns] |
|---|---|---|---|---|
| after floorplan | 0.523 | 423 | - | -2.73 |
| after global placement | 0.532 | 752 | 0.511 | -3.34 |
| after detailed placement | 0.531 | 752 | 0.511 | -3.37 |
| after CTS | 0.532 | 940 | 0.586 | -3.61 |
| after global routing | 0.547 | 944 | 0.591 | -3.61 |
| final | 0.532 | 944 | 0.591 | -3.47 |
-- what timing repair did --
item                                    in CTS  in global routing
hold buffers                                 0                  0
hold endpoints to repair                     0                  0
setup buffers                                6                  4
gates resized                              131                  8
pin swaps                                   36                 34
endpoints found under the setup margin      32                 31
Power is estimated from default activity; no workload was simulated.
